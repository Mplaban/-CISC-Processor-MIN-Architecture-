--- ./config.mk ---
export PLATFORM = sky130hd
export DESIGN_NAME = controlstore
export DESIGN_NICKNAME = controlstore
export VERILOG_FILES = /design/flow/design.v
export SDC_FILE = /design/flow/constraint.sdc
export NUM_CORES = 4
export LEC_CHECK = 1
export CORE_AREA = 10 10 88 88
export DIE_AREA = 0 0 98 98
--- ./constraint.sdc ---
current_design controlstore

set clk_period 2.1
set clk_io_pct 0.2

create_clock -name clk0 -period $clk_period [get_ports {clock}]

set non_clock_inputs [all_inputs -no_clocks]
set_input_delay [expr $clk_period * $clk_io_pct] -clock clk0 $non_clock_inputs
set_output_delay [expr $clk_period * $clk_io_pct] -clock clk0 [all_outputs]
--- ./design.v ---
`timescale 1ns / 1ps
module controlstore (address, clock, controlword);
input [4:0] address;
input clock;
output [24:0] controlword;
reg [24:0] controlword;
reg [24:0] rom [0:31];
initial
begin
rom [0] = 25 'b011_00_000_000_001_010_0_00_10111;		 
rom [1] = 25 'b011_00_000_000_001_001_0_00_00010;    	 
rom [2] = 25 'b101_11_000_000_000_000_0_00_00011;		 
rom [3] = 25 'b010_00_111_000_010_000_0_00_00100;		 
rom [4] = 25 'b101_01_000_000_000_001_0_10_00000;		 
rom [5] = 25 'b000_00_010_100_000_101_0_10_00000;		 
rom [6] = 25 'b011_00_000_000_001_010_0_00_00111;		 
rom [7] = 25 'b000_00_101_011_000_000_1_01_00000;		 
rom [8] = 25 'b110_00_101_011_100_000_1_01_00000;		 
rom [9] = 25 'b010_00_000_000_001_010_0_11_00110;		 
rom [10] = 25 'b011_00_111_101_001_010_0_00_01000;	 
rom [11] = 25 'b001_00_110_000_100_111_0_00_00110;	 
rom [12] = 25 'b001_00_111_000_110_000_0_00_01101;	 
rom [13] = 25 'b101_00_110_000_000_111_0_00_00110;	 
rom [14] = 25 'b011_00_111_100_001_010_0_00_01000;	 
rom [15] = 25 'b011_00_010_101_001_010_0_00_01000;	 
rom [16] = 25 'b011_00_001_110_001_010_0_00_01000;	 
rom [17] = 25 'b001_00_010_000_110_000_0_00_10010;	 
rom [18] = 25 'b011_00_101_010_001_010_0_00_00111;	 
rom [19] = 25 'b010_00_000_000_001_001_0_00_10100;	 
rom [20] = 25 'b101_10_111_001_000_000_0_00_00110;	 
rom [21] = 25 'b010_00_000_000_011_000_0_00_10110;	 
rom [22] = 25 'b001_00_101_010_000_111_0_00_00110;	 
rom [23] = 25 'b101_11_000_000_000_000_1_01_00000;	 
end
 initial
controlword = 25 'b000_00_000_000_000_000_0_00_00000;
always@(posedge clock)
controlword <=  rom [address];
endmodule
--- ./run.sh ---
#!/bin/bash
# OpenROAD 26Q1-2900-gdf79404cd8, Yosys 0.63+post, stock flow scripts
make -C /OpenROAD-flow-scripts/flow DESIGN_CONFIG=/design/flow/config.mk WORK_HOME=/design/flow/orfs finish
==> impl_metrics.yaml <==
# synthesis and place-and-route metrics
cells_and_area:
  final_area_mm2: 0.00184
  area_delta_synth_final_pct: 34.0
  largest_register_ffs: 25
  lay_top_cells: "clkdlybuf4s50_1 (30), dfxtp_1 (25), nand2_1 (14)"
  n_fill_cell: 603
  largestRegisters: "controlword (25)"
  drive_gt1_frac: 0.130
  layout_top_cell: "clkdlybuf4s50_1"
  top_register: "controlword"
cts:
  cts_resized: 0
  hold_buffers: 0
  cts_sinks: 25
  cts_made_buffers: 3
  clockBufferDepth: 2
  cts-root-buf: "clkbuf_8"
  cts_tree: "yes"
  path_clk_slew_ns: 0.09
  h-tree-depth: 1
  cts_setup_buffers: 0
synthesis:
  ys_area_mm2: 0.00138
  yosys_warnings: 1
  ys_async_sr_fraction: 0
  edf_count: 0
  synthCells: 153
  ff_type: "dfxtp_1"
  yosysSeqAreaShare: 0.364
  yosys.cell_types.count: 46
  synth_area_per_cell_um2: 8.99
  netlist_area_mm2: 0.00138
  ys_seq_elements: 25
  ys_cells: 153
floorplan:
  pin_count: 31
  die_x_um: 98
  rows: 28
  initCoreUtil: 0.232
  die-area_mm2: 0.00960
  dieHeight_um: 98
  core_mm2: 0.00592
pwr:
  p_leak_nw: 0.749
  p_total_mw: 1.08
  powerDensity_mw_per_mm2: 588
  peakVddDrop_mv: 0.221
setup_path:
  endpoint_kind: "flop"
  worst-setup-path-type: "in2reg"
  critPathSlowestCell: "clkdlybuf4s50_1"
  path_max_fanout: 5
  startpoint_type: "primary input"
  cp.arrival_ns: 1.93
  endpoint: "controlword[2]"
  path_cells: "clkdlybuf4s50_1 > inv_1 > ha_1 > nor2b_4 > a21o_1 > mux4_2"
  critPathMaxStageDelay_ns: 0.47
  setup.worst_path.start: "address[0]"
  required_ns: 2.26
global_route:
  grt_pass1_vias: 1145
  antenna_found_initial: 0
  grt.total_usage: 0.0749
  grt_overflow: 0
  grt_pass1_wl_um: 6130
  grt_max_degree: 37
routing:
  totalWireLength_um: 3710
  final_antenna_net_count: 0
  via_per_inst: 4.67
  antenna_cells: 0
  dr.pass1.iters: 4
  num_vias: 1214
  wl_per_cell_um: 14.3
  drt-initial-drc-count: 176
  drcViolationCount: 0
timing:
  period_needed_ns: 1.77
  max_slew_margin: 0.712
  setup_viol: 0
  fmax_mhz: 564
  tightest_slew_ns: 0.430
  hold_viol: 0
  rsz0062_at_grt: "false"
  tns_ns: 0
  hold_slack_ns: 0.929
  finalCritPeriodShare: 0.844
  finalMaxSlewViolations: 0
job:
  max_cap_violations: 0
  warnings: 32
outcome:
  outcome: "finished, final reports clean"
placed_design:
  dp_hpwl_um: 2750
  port_buffers: 30
  placed_area_mm2: 0.00180
  place.gp.congestion: 0.913
worst_hold_path:
  hold_class: "in2reg"
==> cell usage after synthesis (2+ instances only) <==
master	count	area (µm²)
a211o_1	2	17.5
a21boi_0	2	15.0
a21o_1	3	22.5
a21oi_1	8	40.0
a31oi_1	2	12.5
buf_2	8	40.0
buf_4	2	15.0
buf_6	2	22.5
dfxtp_1	25	500
ha_1	8	100
inv_1	6	22.5
mux2i_1	5	50.1
nand2_1	14	52.6
nand2b_1	6	37.5
nand3_1	7	35.0
nor2_1	2	7.51
nor2b_1	3	18.8
nor3b_1	4	30.0
o211ai_1	3	22.5
o21ai_0	7	35.0
o21ai_1	4	20.0
o21bai_1	2	15.0
o22ai_1	3	18.8
o31a_1	2	17.5
o31ai_1	2	15.0
==> layer usage <==
| layer | vias up | GRT usage | wire [µm] |
|---|---|---|---|
| met5 | - | 0 | 0 |
| met4 | 0 | 0.0101 | 43 |
| met3 | 2 | 0.0128 | 251 |
| met2 | 38 | 0.119 | 1750 |
| met1 | 563 | 0.106 | 1660 |
| li1 | 611 | - | - |
==> stage by stage <==
| step | instances | setup WS, ns | util |
|---|---|---|---|
| finish | 260 | 0.328 | 0.311 |
| global route | 260 | 0.244 | 0.311 |
| CTS | 260 | 0.330 | 0.311 |
| detailed placement | 256 | 0.0308 | 0.303 |
| global placement | 256 | 0.0380 | 0.303 |
| floorplan | 153 | 0.461 | - |
==> worst max-delay path, delay by kind of cell <==
family | cells | cell delay (ns)
simple gates | 1 | 0.15
compound gates | 1 | 0.14
mux | 1 | 0.43
fa+ha+maj | 1 | 0.23
buf+inv | 2 | 0.57
==> cell families after synthesis <==
group / after synthesis / share of synthesized area
AOI/OAI and AO/OA: 49 / 0.244
adders and majority gates: 8 / 0.0728
buffers and inverters: 20 / 0.0864
DFF: 25 / 0.364
muxes: 6 / 0.0528
and+or+nand+nor: 45 / 0.180
==> worst min-delay path by stage <==
stage	startpoint	end	slack (ns)	depth (start not counted)
after CTS	address[1]	controlword[6]	0.93	4
final	address[4]	controlword[6]	0.93	3
after global routing	address[4]	controlword[12]	0.95	3
==> layout make-up <==
class	instances	area (µm²)	area share
inverter	7	26.3	0.0143
clock inverter	1	5.00	0.00272
sequential	25	500	0.272
clock buffer	3	41.3	0.0224
multi-input combinational	108	756	0.410
timing repair buffer	41	420	0.228
tap	75	93.8	0.0509
==> power by group <==
part | total, mW | leakage, nW | internal, mW | switching, mW
Sequential | 0.525 | 0.208 | 0.515 | 0.0102
Combinational | 0.268 | 0.515 | 0.153 | 0.115
Clock | 0.290 | 0.0255 | 0.133 | 0.158
No activity file was given, so power comes from the tool's default toggle rates.
